==> /design/flow/constraint.sdc <==
current_design sixteenBitAdder

set clk_period 7.7
set clk_io_pct 0.2

create_clock -name clk0 -period $clk_period

set non_clock_inputs [all_inputs -no_clocks]
set_input_delay [expr $clk_period * $clk_io_pct] -clock clk0 $non_clock_inputs
set_output_delay [expr $clk_period * $clk_io_pct] -clock clk0 [all_outputs]
==> /design/flow/design.v <==
module fullAdder (a, b, cin, sum, ca);
input a, b, cin;
output sum, ca;
wire w1, w2, w3, w4, w5;
xor xor_0 (w1, a, b);
xor xor_1 (sum, w1, cin);
and and_0 (w2, a, b);
and and_1 (w3, a, cin);
and and_2 (w4, b, cin);
or  or_0 (w5, w2, w3);
or  or_1 (ca, w4, w5);
endmodule
module fourBitAdder (a, b, cin, sum, ca);
input [3:0] a, b;
input cin;
output [3:0] sum;
output ca;
wire c1, c2, c3;
fullAdder FA_0 (a[0], b[0], cin, sum[0], c1);
fullAdder FA_1 (a[1], b[1], c1, sum[1], c2);
fullAdder FA_2 (a[2], b[2], c2, sum[2], c3);
fullAdder FA_3 (a[3], b[3], c3, sum[3], ca);
endmodule
module eightBitAdder (a, b, cin, sum, cout);
input [7:0] a, b;
input cin;
output [7:0] sum;
output cout;
wire c1;
fourBitAdder ADD_0 (a[3:0], b[3:0], cin, sum[3:0], c1);
fourBitAdder ADD_1 (a[7:4], b[7:4], c1, sum[7:4], cout);
endmodule
module sixteenBitAdder (a, b, cin, sum, cout);
input [15:0] a, b;
input cin;
output [15:0] sum;
output cout;
wire c1;
eightBitAdder ADD_0 (a[7:0], b[7:0], cin, sum[7:0], c1);
eightBitAdder ADD_1 (a[15:8], b[15:8], c1, sum[15:8], cout);
endmodule
==> /design/flow/config.mk <==
export PLATFORM = sky130hd
export DESIGN_NAME = sixteenBitAdder
export DESIGN_NICKNAME = sixteenBitAdder
export VERILOG_FILES = /design/flow/design.v
export SDC_FILE = /design/flow/constraint.sdc
export NUM_CORES = 4
export LEC_CHECK = 1
export CORE_AREA = 10 10 70 70
export DIE_AREA = 0 0 80 80
==> /design/flow/run.sh <==
#!/bin/bash
# OpenROAD 26Q1-2900-gdf79404cd8, Yosys 0.63+post, stock flow scripts
make -C /OpenROAD-flow-scripts/flow DESIGN_CONFIG=/design/flow/config.mk WORK_HOME=/design/flow/orfs finish
==> impl_metrics.csv <==
group,metric,value,unit
critical_path,crit_path_start,"a[0]",
route,drc,0,
min_path,hp-class,"input port to output port",
power_and_ir_drop,totalPowerFinal,68.0,uW
timing,worst_slack,-1.24,ns
layout,fillers,375,
timing,worst_pin_slew,0.121,ns
synthesis,top_area_cell,"fa_1",
critical_path,cp.arrival,7.40,ns
die,coreArea,3420,sq um
placed_design,hpwl,1.63,mm
critical_path,path_common_cell,"fa_2",
critical_path,path_delay_family,"adder cells",
timing,setup_violations,5,
critical_path,cp_cell_sequence,"buf_12 -> inv_12 -> fa_2 -> inv_2 -> fa_2 -> fa_2 -> fa_2 -> fa_2 -> fa_2 -> fa_2 -> fa_2 -> fa_2 -> fa_2 -> fa_2 -> fa_2 -> fa_2 -> fa_2 -> fa_2 -> inv_2 -> fa_2 -> inv_1 -> buf_2",
timing,rsz0062_at_grt,"yes",
min_path,whs_path_depth,5,
critical_path,slowest_stage,"fa_2",
timing,finalHoldViolations,0,
outcome,violations,"setup timing",
power_and_ir_drop,powerDensity,71.4,nW/um^2
die,fp_util,14.0,%
layout,n_sequential_cell,0,
synthesis,ys_seq_share,0,%
grt,grtUsageMet3,5.11,%
route,drtIter0Drc,0,
run,maxCapViolCount,0,
synthesis,top_cells_by_area,"fa_1, buf_4, inv_1",
placed_design,io_buffers,50,
synthesis,netlist_area,478,sq um
grt,grt_overflow,0,
critical_path,crit_type,"input port to output port",
die,die_w,80,microns
grt,grt.busiest_layer,"met2",
timing,clock.fmax,112,MHz
layout,seq_area,0,sq um
grt,grt_pass1_vias,477,
power_and_ir_drop,ir_drop,0.0218,mV
timing,slew_violations,0,
die,fp-row-count,21,
layout,syn_to_final_growth,99.2,%
grt,grt_max_degree,2,
die,dieArea,6400,sq um
timing,period_needed,8.94,ns
timing,period_used_share,116,%
route,viasPerCell,3.23,
grt,grt_use_total,4.74,%
layout,drive_gt1_share,40.8,%
die,die_h,80,microns
synthesis,ys_warn_count,0,
power_and_ir_drop,p_leak,0.000363,uW
layout,final_cells,122,
route,route.vias.total,394,
placed_design,gp_congestion,0.843,
grt,met2_usage,6.50,%
critical_path,start_kind,"input port",
critical_path,worst-path-buf-inv,6,
route,drt_wl_total,1.64,mm
clocking,cts_hold_buf,0,
clocking,post_cts_buffers,0,
synthesis,ys_area,478,sq um
route,avgRoutedWirePerCell,13.5,microns
synthesis,top_area_share,67.0,%
synthesis,common_cells,"buf_4, fa_1, inv_1",
critical_path,max_stage_delay,0.42,ns
layout,logic_area,360,sq um
timing,timing.slew.headroom,91.9,%
min_path,min_to,"sum[0]",
run,warnings,35,
critical_path,required,6.16,ns
min_path,min_from,"cin",
die,io_pins,50,
outcome,status,"finished with violations",
critical_path,path_max_fanout,1,
placed_design,placed_cells,122,
synthesis,synth_cells,42,
route,drtAntennaViolNets,0,
synthesis,post_synth.cell_area_avg,11.4,sq um
synthesis,yosys-stat-cells,42,
grt,use_met1,5.25,%
route,diodes,0,
route,first_pass_iters,1,
grt,grt_pass1_wl,2.35,mm
layout,nClkBuffers,0,
synthesis,synth_cell_types,3,
critical_path,end_kind,"output port",
grt,antenna_found_initial,0,
## timing repair
action | CTS | global route
setup endpoints to repair | 8 | 6
resized | 42 | 1
pin swaps | 16 | 16
## layout make-up
type               instances  share of cell area [%]
multi-input cells         16                    37.8
well taps                 46                    6.04
repair buffers            50                    50.3
inverters                 10                    5.78
## layout by cell type, fill, tap and decap left out, drive strengths merged
cell type / Yosys / layout
clkdlybuf4s50: 0 / 38
buf: 16 / 9
dlygate4sd2: 0 / 3
fa: 16 / 16
inv: 10 / 10
## power breakdown
group	internal (uW)	switching [uW]
registers	0	0
logic	47.9	20.1
clock network	0	0
total	47.9	20.1
## per-layer routing
layer  vias up  share of wire, %
met3         0                30
met2        50                35
met4         0                 0
met5         -                 0
li1        168                 -
met1       176                35
## worst min-delay path, stage by stage
cell and delay, ns:
buf_6 0.09, inv_2 0.04, fa_2 0.18, inv_1 0.03
clkdlybuf4s50_1 0.40
## cells by family after synthesis
logic type	share of synthesized area (%)
buffers and inverters	33.0
adder cells (fa/ha/maj)	67.0
## through the flow
stage / instance area, sq um / utilization (%) / setup slack [ns] / TNS [ns] / hold slack, ns
6_report: 952 / 27.9 / -1.24 / -3.82 / 3.83
2_1_floorplan: 537 / - / -0.965 / -2.54 / 3.31
3_3_place_gp: 971 / 28.4 / -2.14 / -9.53 / 4.15
3_5_place_dp: 971 / 28.4 / -2.16 / -9.64 / 4.14
5_1_grt: 952 / 27.9 / -1.37 / -4.41 / 3.87
4_1_cts: 952 / 27.9 / -1.70 / -6.03 / 3.83
## how the worst max path moves through the flow
stage	end	depth (start not counted)
4_1_cts	sum[15]	22
5_1_grt	sum[15]	22
6_report	sum[15]	22
Power and IR drop assume default switching activity.
